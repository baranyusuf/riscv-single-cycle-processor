==> flow/design.v <==
module UART_FIFO (
  input  wire           clk,
  input  wire  [1:0]    data_clk,
  input  wire           reset,                  
  input  wire           rx_valid,               
  input  wire [7:0]     rx_byte,                
  output wire           fifo_full,              
  input  wire           rd_en,            
  output reg [31:0]     rd_data,              
  output wire           fifo_empty              
);
reg [7:0]  fifo_memory   [0:15];
reg [3:0]  write_index, read_index;
reg [4:0]  count;
initial begin
  count <= 0;
end
assign fifo_full  = (count == 16);
assign fifo_empty = (count == 0);
integer i;
always @(posedge clk) begin
  if (reset) begin
    write_index <= 0;
    read_index <= 0;
    count  <= 0;
    for (i = 0; i < 16; i = i + 1)
      fifo_memory[i] <= 0;
  end 
  else begin
    if (rx_valid && !fifo_full) begin
      fifo_memory[write_index] <= rx_byte;
      write_index      <= write_index + 1;
    end
	if ((data_clk == 2'b10) && (rd_en == 1'b1) && (!fifo_empty) ) begin
		read_index = read_index +1;
	end
    case ({rx_valid && !fifo_full, (data_clk == 2'b10) && (rd_en == 1'b1) && (!fifo_empty)}) 
      2'b01: count <= count - 1;    
	  2'b10: count <= count + 1;    
      default: count <= count;      
    endcase
  end
end
always @(*) begin
  case(fifo_empty)
    1'b0: rd_data = {24'd0, fifo_memory[read_index]};
    1'b1: rd_data = 32'hFFFFFFFF;
    default: rd_data = 32'hFFFFFFFF;
  endcase
end
endmodule
==> flow/run.sh <==
#!/bin/bash
# OpenROAD 26Q1-2900-gdf79404cd8, Yosys 0.63+post, stock flow scripts
make -C /OpenROAD-flow-scripts/flow DESIGN_CONFIG=/design/flow/config.mk WORK_HOME=/design/flow/orfs finish
==> flow/config.mk <==
export PLATFORM = sky130hd
export DESIGN_NAME = UART_FIFO
export DESIGN_NICKNAME = UART_FIFO
export VERILOG_FILES = /design/flow/design.v
export SDC_FILE = /design/flow/constraint.sdc
export NUM_CORES = 4
export LEC_CHECK = 1
export CORE_UTILIZATION = 50
==> flow/constraint.sdc <==
current_design UART_FIFO

set clk_period 5.2
set clk_io_pct 0.2

create_clock -name clk0 -period $clk_period [get_ports {clk}]

set non_clock_inputs [all_inputs -no_clocks]
set_input_delay [expr $clk_period * $clk_io_pct] -clock clk0 $non_clock_inputs
set_output_delay [expr $clk_period * $clk_io_pct] -clock clk0 [all_outputs]
==> changes_impl.md <==
### Physical design

- Outcome: finished clean
- Max-cap violations: 0
- Dpl ws: 1.38 ns
- Hold Path Class: flip-flop to flip-flop
- Max_slew headroom: 0.401
- Avg WL per Cell: 20.6 um
- Total gr overflow: 0
- Avg Vias per Cell: 5.42
- I/O pin cnt: 48
- Post-synth seq share: 0.592
- Compound Share, Synth: 0.0529
- Dominant cell area share: 0.544
- CORE AREA: 13800 um2
- Crit path time final: 4.08 ns
- Worst-Margin Slew: 0.891 ns
- Largest delay share family, worst path: buffers and inverters
- Adder share: 0.0188
- Distinct cells, synth: 45
- Post_cts resized: 0
- Num Clock Sinks: 145
- Total GRT Usage: 0.243
- Row cnt: 43
- PwrDens: 441 nW/um2
- Synth Area in Simple Gates: 0.164
- Layout cell share with drive strength beyond 1: 0.145
- Die Ht: 121 um
- Cell Area, Synth: 7070 um2
- Hold_sp: write_index[1]
- CP Cell Sequence: inv_1 -> nand2_1 -> clkinv_1 -> a31oi_1 -> o21ai_0 -> clkdlybuf4s50_1
- Fill count: 1052
- Log Warnings: 28
- Ys flops: 145
- Area leader, netlist: edfxtp_1
- Final period util: 0.785
- HPWL after DPL: 10.2 mm
- Dominant flop cell: edfxtp_1
- Max-slew violations: 0
- Drt first pass iters: 4
- Commonest cells post-synth: and2_1 (128), edfxtp_1 (128), mux2i_1 (26)
- Final Hold Viols: 0
- Total Power: 3.60 mW
- XOR/XNOR Area Share: 0.00992
- # diodes: 0
- Setup Buffers After CTS: 0
- First-pass GRT wire length: 23.6 mm
- Total wire length: 15.3 mm
- Worst-Skew Late Latency: 0.41 ns
- Setup TNS Final: 0 ns
- Worst r2r src: count[0]
- WP buf/inv: 3
- Max clock buf depth: 2
- Crit path capture type: primary output
- CTS root buffer: clkbuf_16
- Drt drc: 0
- Initial core utilization: 0.511
- # hold bufs at CTS: 0
- Setup repair after global routing missed its margin: no
- Dominant comb cell: simple AND/OR/NAND/NOR gates
- H-tree levels: 4
- Via count: 4033
- Worst-path clk slew: 0.06 ns
- Critical path's slowest cell: clkinv_1
- Iteration-0 DRC Markers: 200
- Crit. Startpoint: count[4]
- Chip area: 14600 um2
- FMAX: 0.245 GHz
- Clk_skew: 0.00791 ns
- Final setup fails: 0
- Yosys warns: 1
- YS chip area: 7070 um2
- CP required: 4.16 ns
- Post-synth ARST share: 0
- Leakage: 2.93 nW
- Vias in the first global route: 4089
- Post-synth EDFFs: 128
- TritonCTS clock tree: built
- Layout Area Growth over Synthesis: 15.4%
- Largest net degree at the start of global routing: 34
- Peak fanout along the critical path: 33
- Multiplexer share: 0.115
- Gpl congestion: 0.867
- Setup slack after layout: 1.12 ns
- Max VDD drop: 239 uV
- Buffers on Ports: 47
- Post-Syn Area per Cell: 13.6 um2
- CTS Buf Count: 17
- Initial antenna violation count: 0
- Final ANT Viol Nets: 0
- Post-Syn Instances: 520
- Cell area leaders: edfxtp_1 (54%), and2_1 (11%), mux4_2 (7.6%)
- Crit Path Category: flip-flop to primary output
- Worst path max stage delay: 0.64 ns
- Startpoint Class: flip-flop
- Yosys Instances: 520
- Critical path arrival: 3.04 ns
- Die W: 121 um
==> sequential cells by signal, summed over array words and instances (netlist names), named ones only <==
name         count
write_index      4
read_index       4
fifo_memory    128
count            5
==> cell families (layout without fill, tap and decap cells) <==
group           count (synthesis)  in the layout
simple gates                  197            197
flops                         145            145
buf+inv                        59            103
mux                            51             51
compound gates                 50             50
fa+ha+maj                      10             10
xor+xnor                        8              8
==> worst register-to-register path, stage by stage (launching register included) <==
cell	delay, ns
dfxtp_1	0.36
or4_1	0.82
o21ai_4	0.32
inv_1	0.12
ha_1	0.21
inv_1	0.15
ha_1	0.29
a21o_1	0.19
a21oi_1	0.17
mux2i_1	0.24
mux2_2	0.34
==> through the flow <==
stage | util | cell area [um2] | instances | hold slack (ns)
floorplan | - | 7070 | 520 | 0.468
global placement | 0.548 | 7580 | 712 | 0.487
detailed placement | 0.548 | 7580 | 712 | 0.499
CTS | 0.590 | 8160 | 744 | 0.506
global route | 0.590 | 8160 | 744 | 0.541
finish | 0.590 | 8160 | 744 | 0.512
==> metal layers <==
layer	global-route usage	up-vias	wire length [um]
met5	0	-	0
met4	0.0332	0	270
met3	0.128	20	1700
met2	0.327	161	6670
met1	0.399	1935	6660
li1	-	1917	-
==> power by group <==
part	switching, mW	internal [mW]
registers	0.0503	1.34
clock network	0.443	0.745
logic	0.404	0.610
==> cells in the final DEF, fill, tap and decap left out, drive strengths merged, types with 10 or more instances in the layout <==
cell,synthesis,final
and2,128,128
dfxtp,17,17
buf,35,16
mux2i,26,26
edfxtp,128,128
mux4,24,24
o21ai,18,18
clkbuf,16,19
nor2,25,25
clkdlybuf4s50,0,47
clkinv,1,10
==> area by class of cell <==
type,instances,area (um2),area share
clock buffers,19,433,0.0531
clock inverters,13,144,0.0176
flip-flops and latches,145,4190,0.513
well taps,180,225,0.0276
repair buffers,63,591,0.0724
inverters,8,30.0,0.00368
multi-input cells,316,2550,0.313
==> final timing paths <==
path / endpoint / slack, ns / depth (start not counted)
min reg2reg: write_index[1] / 0.51 / 2
min: write_index[1] / 0.51 / 2
max reg2reg: count[4] / 1.89 / 10
max: rd_data[7] / 1.12 / 6
Power is estimated from default activity; no workload was simulated.
